`/design/flow/design.v`:
```
module fsm_prob_b (
    input  logic clk,
    rstn,
    i,
    j,
    output logic x,
    y
);
  logic [1:0] st_out;
  enum logic [1:0] {
    A,
    B,
    C,
    D
  } state;
  always_ff @(posedge clk, negedge rstn) begin
    if (~rstn) state <= A;
    else begin
      case (state)
        A: state <= i ? B : A;
        B: state <= i ? C : D;
        C: state <= i ? B : j ? C : D;
        D: state <= i ? D : j ? C : A;
        default: state <= A;
      endcase
    end
  end
  always_comb begin
    case (state)
      A: st_out = 2'b11;
      B: st_out = 2'b01;
      C: st_out = 2'b10;
      D: st_out = 2'b10;
      default: st_out = 2'b00;
    endcase
  end
  assign {x, y} = st_out;
endmodule
```
`/design/flow/constraint.sdc`:
```
current_design fsm_prob_b

set clk_period 1.0
set clk_io_pct 0.2

create_clock -name clk0 -period $clk_period [get_ports {clk}]

set non_clock_inputs [all_inputs -no_clocks]
set_input_delay [expr $clk_period * $clk_io_pct] -clock clk0 $non_clock_inputs
set_output_delay [expr $clk_period * $clk_io_pct] -clock clk0 [all_outputs]
```
`/design/flow/run.sh`:
```
#!/bin/bash
# OpenROAD 26Q1-2900-gdf79404cd8, Yosys 0.63+post, stock flow scripts
make -C /OpenROAD-flow-scripts/flow DESIGN_CONFIG=/design/flow/config.mk WORK_HOME=/design/flow/orfs finish
```
`/design/flow/config.mk`:
```
export PLATFORM = sky130hd
export DESIGN_NAME = fsm_prob_b
export DESIGN_NICKNAME = fsm_prob_b
export VERILOG_FILES = /design/flow/design.v
export SDC_FILE = /design/flow/constraint.sdc
export NUM_CORES = 4
export LEC_CHECK = 1
export CORE_AREA = 10 10 70 70
export DIE_AREA = 0 0 80 80
```
==> flow_summary_export.csv <==
group,metric,value,unit
setup_path,path_buffers,1,
yosys,syn_area_per_cell,9.59,sq um
cts,numCtsBuffers,3,
finish,largest_register,"state",
pwr,power_frac_comb,19.7,%
floorplanning,fp_util,5.05,%
yosys,synth_seq_share,58.7,%
cts,root_buffer,"clkbuf_4",
pwr,clock_power_share,42.0,%
pwr,p_per_area,1550,nW/um^2
yosys,ys_cells,18,
placed_design,post-place-cells,70,
floorplanning,die_h,80,microns
finish,area_growth_syn_to_layout,90.6,%
pwr,ir_drop,0.000320,V
pwr,leakage,0.000127,uW
grt,grt_max_degree,7,
setup_path,start_kind,"flop",
finish,top_regs,"state x4",
final_timing,rsz0062_at_grt,"yes",
floorplanning,fp.dieW,80,microns
grt,grt.total_usage,1.74,%
yosys,synth_area,173,sq um
setup_path,rr_startpoint,"state[1]",
routing,num_vias,175,
cts,cts_sinks,4,
final_timing,period_needed,1.16,ns
floorplanning,io_pins,6,
routing,wl_per_cell,6.32,microns
setup_path,path_cells,"or2_1, buf_2",
setup_path,reg2reg_depth,4,
yosys,syn_inst,18,
pwr,power,511,uW
yosys,yosysUniqueCellTypes,12,
final_timing,tightest_slew,0.203,ns
final_timing,whs,0.164,ns
finish,largest_reg_flops,4,
cts,cts_hold_buf,0,
yosys,yosys_warnings,1,
status,violations,"negative setup slack",
routing,ant_nets,0,
routing,viasPerCell,2.27,
setup_path,critPathSlowestCell,"dfrtp_1",
setup_path,crit_fanout,3,
cts,cts_tree,"done",
placed_design,io_buffers,5,
grt,antenna_found_initial,0,
setup_path,critPathTopFamily,"flip-flops",
floorplanning,die_area,6400,sq um
pwr,cellInternalPower,394,uW
setup_path,crit_type,"flop to output port",
pwr,pwr-share-seq,38.3,%
flow_run,cap_violations,0,
finish,drive_above_1_share,35.5,%
grt,grt_first_pass_wirelength,793,microns
hold_path,hold_class,"primary input to async pin",
placed_design,place_congestion,0.682,
finish,layout_top_cell,"buf_4",
routing,firstDrtPassIters,2,
routing,drc,0,
setup_path,arrival,0.96,ns
final_timing,finalCritPeriodShare,116,%
final_timing,fin_skew,0.00978,ns
final_timing,slew_headroom,86.4,%
yosys,synth-seq-cells,4,
final_timing,hold_violations,0,
cts,htreeDepth,1,
setup_path,critPathMaxStageDelay,0.38,ns
final_timing,fmaxAchievable,862,MHz
cts,clk_latency,0.24,ns
pwr,power.switching,117,uW
finish,layout_top_cells,"4 x buf_4, 3 x clkbuf_4, 3 x clkdlybuf4s50_1, 3 x dfrtp_1",
cts,clk_pin_slew_worst_paths,0.04,ns
final_timing,fin_ws,-0.159,ns
placed_design,place_worst_setup_slack,-0.282,ns
routing,first_iter_violations,6,
finish,final_cells,77,
grt,grt_pass1_vias,172,
final_timing,setup_violations,2,
flow_run,warning_count,27,
yosys,ys_area,173,sq um
final_timing,slew_viol_final,0,
grt,overflow,0,
setup_path,r2r_end,"state[1]",
setup_path,cp-end-kind,"output port",
status,status,"finished, violations left",
floorplanning,coreArea,3420,sq um
pwr,sw_frac_of_total,22.9,%
routing,wl,487,microns
cts,clockBufferDepth,2,
setup_path,reg2reg_slack,0,ns
routing,antennaDiodeCount,0,
setup_path,worst_ep_required_time,0.80,ns
floorplanning,rows,21,
[power groups by stage]
stage / registers (uW) / logic [uW] / clock network, uW
4_1_cts: 197 / 86.0 / 227
5_1_grt: 199 / 114 / 250
6_report: 196 / 101 / 215
[through the flow]
step | util, % | cell area [sq um] | TNS (ns)
floorplan | - | 173 | 0
detailed placement | 8.42 | 288 | -0.579
finish | 9.63 | 329 | -0.265
CTS | 9.19 | 314 | -0.293
global placement | 8.42 | 288 | -0.475
global route | 9.63 | 329 | -0.421
[repair_timing]
item / CTS / global route
pin swaps: 2 / 3
resized: 7 / 1
setup buffers: 1 / 2
setup endpoints to repair: 2 / 2
[cell families after synthesis]
group	share of synthesized area, %
flip-flops	58.7
AND-OR/OR-AND	15.9
AND/OR/NAND/NOR	23.2
buffers and inverters	2.17
[cell usage after synthesis, drive strengths merged]
| cell type | number | area, sq um |
|---|---|---|
| nand2 | 2 | 7.51 |
| or2 | 1 | 6.26 |
| nand2b | 2 | 12.5 |
| dfrtp | 3 | 75.1 |
| nor2b | 1 | 6.26 |
| o21a | 1 | 7.51 |
| dfstp | 1 | 26.3 |
| nor2 | 2 | 7.51 |
| inv | 1 | 3.75 |
| o21ai | 2 | 10.0 |
| a21oi | 2 | 10.0 |
[worst reg2reg max path, delay by kind of cell, from the launching register on]
kind | cells | cell delay, ns
DFF | 1 | 0.38
AOI/OAI and AO/OA | 2 | 0.22
buffers and inverters | 2 | 0.27
[metal layers]
| metal | wire length, microns | share of wire (%) | vias up | track usage [%] |
|---|---|---|---|---|
| met4 | 0 | 0 | 0 | 0.528 |
| met1 | 153 | 31 | 79 | 1.54 |
| met3 | 180 | 37 | 0 | 3.75 |
| li1 | - | - | 83 | - |
| met2 | 153 | 31 | 13 | 1.28 |
| met5 | 0 | 0 | - | 0 |
[worst max path at each step]
| stage | from | slack (ns) | depth (start not counted) | endpoint |
|---|---|---|---|---|
| 4_1_cts | state[3] | -0.18 | 3 | y |
| 5_1_grt | state[3] | -0.21 | 3 | y |
| 6_report | state[2] | -0.16 | 2 | y |
[cell type report]
cell class | instances | area (sq um)
clock buffer | 4 | 26.3
fill | 401 | 3090
inverter | 1 | 3.75
multi-input combinational | 13 | 70.1
sequential | 4 | 101
tap | 46 | 57.6
timing repair buffer | 9 | 70.1
Power and IR drop assume default switching activity.
