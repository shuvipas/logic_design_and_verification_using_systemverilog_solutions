==> flow/config.mk <==
export PLATFORM = sky130hd
export DESIGN_NAME = fsm_prob_a
export DESIGN_NICKNAME = fsm_prob_a
export VERILOG_FILES = /design/flow/design.v
export SDC_FILE = /design/flow/constraint.sdc
export NUM_CORES = 4
export LEC_CHECK = 1
export CORE_AREA = 10 10 70 70
export DIE_AREA = 0 0 80 80
==> flow/constraint.sdc <==
current_design fsm_prob_a

set clk_period 1.2
set clk_io_pct 0.2

create_clock -name clk0 -period $clk_period [get_ports {clk}]

set non_clock_inputs [all_inputs -no_clocks]
set_input_delay [expr $clk_period * $clk_io_pct] -clock clk0 $non_clock_inputs
set_output_delay [expr $clk_period * $clk_io_pct] -clock clk0 [all_outputs]
==> flow/design.v <==
module fsm_prob_a (
    input  logic clk,
    rstn,
    i,
    j,
    output logic x,
    y
);
  logic [1:0] st_out;
  enum logic [1:0] {
    A,
    B,
    C,
    D
  } state;
  always_ff @(posedge clk, negedge rstn) begin
    if (~rstn) state <= A;
    else begin
      case (state)
        A: state <= i ? B : A;
        B: state <= j ? C : D;
        C: state <= i ? B : j ? C : D;
        D: state <= i ? D : j ? C : A;
        default: state <= A;
      endcase
    end
  end
  always_comb begin
    case (state)
      A: st_out = i ? 2'b11 : 2'b10;
      B: st_out = j ? 2'b01 : 2'b10;
      C: st_out = i ? 2'b0 : j ? 2'b10 : 2'b11;
      D: st_out = i ? 2'b0 : j ? 2'b10 : 2'b00;
      default: st_out = 2'b00;
    endcase
  end
  assign x = st_out[1], y = st_out[0];
endmodule
==> flow/run.sh <==
#!/bin/bash
# OpenROAD 26Q1-2900-gdf79404cd8, Yosys 0.63+post, stock flow scripts
make -C /OpenROAD-flow-scripts/flow DESIGN_CONFIG=/design/flow/config.mk WORK_HOME=/design/flow/orfs finish
==> run notes <==
For reference, the top cells by area after synthesis are sky130_fd_sc_hd__dfrtp_1, sky130_fd_sc_hd__dfstp_2, sky130_fd_sc_hd__a21oi_1. Max-slew check failures listed in the final report amount to 0. The run gives 2 as the final count of negative-setup-slack endpoints. The remaining global-route overflow is 0. The checks that failed: negative setup slack. In the synthesized netlist the dominant register cell turns out to be sky130_fd_sc_hd__dfrtp_1.

The area growth from synthesis to layout works out to 109.2%. Checking hold timing, the worst path is listed with class primary input to async pin. In this run the critical path is formed by and3_1 > a221o_1 > buf_2. The run gives 0.42 ns for the delay of the slowest critical-path stage. The worst path setup slack after routing is -0.2128 ns, and the final RePlAce weighted congestion is 0.7012.

The number of synthesized flops with an enable pin was 0; the DRC violation count after routing was 0. The leakage component of the power was reported as 0.1771 nW. The synth_stat.txt file lists the number of cells as 22.

The simple logic cell fraction of the synthesized area works out to 17.76%. Proportion of layout cells with a drive suffix above 1: 45.00%. The detailed router placed 226 vias in this run. For the largest clock skew in the final design, the log shows 0.006195 ns.

The aoi/oai-family share of the synthesized area is 25.00%, and the number of flip-flops under the largest register name is 4. Overall die height: 80 um. The sequential-to-total area share from yosys stat is 53.29%, and the post-route fraction of the period consumed by the critical path is 117.7%.

For this run, the detailed router reports a per-instance via density of 2.628. The logs give a warning total of 27. In this run the full chip footprint comes out at 0.006400 mm2. Floorplan core density: 5.568%. The run gives 0.003416 mm2 as the standard cell core area.

According to the Yosys statistics, the synthesized design has a chip area of 190.2 um2. The count of port buffers added during placement is 5. For this run, the total global-route usage over all layers was measured as 2.018%. STA classifies the critical path startpoint as a flip-flop. The biggest area contributor in the post-synthesis netlist is sky130_fd_sc_hd__dfrtp_1. The share of async-settable or async-resettable flops after synthesis came out at 100.0%. Startpoint-to-endpoint class of the critical path: flip-flop to output pin. The cell-mix breakdown from Yosys lists the adder-cell area share as 0%. Summing the areas of all xor and xnor instances in the mapped netlist gives 0% of the synthesized area.

Power comes to 0.4872 mW. Setup repair after global routing could not meet its margin everywhere. Data arrives at the worst endpoint at 1.17 ns. In this run the cell area measured after placement is 342.8 um2. The die width is 80 um, and the worst slew margin relative to its limit is 88.34%. Per the STA report, the cell with the highest stage delay on the worst path is sky130_fd_sc_hd__dfrtp_1. The maximum frequency from static timing analysis was 707.8 MHz; the wire length of the first global-routing pass was 1028 um. The register with the most flip-flops in the final layout is state. The violation tally recorded at the end of detailed-routing iteration 0 is 33. Clock tree synthesis found a total of 4 sinks. In this run the biggest area consumer among cell types represents 39.47% of the synthesized area. The synthesized area per cell came out at 8.645 um2.

The number of inserted diodes is 0. The run gives 6 as the total I/O pin count. The largest registers in the layout are state: 4 flops. Depth of the CTS H-tree: 1.

Looking at the reg2reg group, the worst path starts from state[1]$_DFF_PN0_. The run gives 0 as the final-report hold violation count. The clock period minus final worst setup slack is 1.413 ns, and the detailed-routing iteration count for the pre-antenna-repair pass is 4. The logs give 0.24 ns for the clock latency at the later pin of the worst-skew pair and 0.96 ns for the required time at the worst-slack endpoint. The flow reported a cell area power density of 1225 mW/mm2. The run gives 0 for the number of max-cap violations. The run gives 1 as the count of warnings emitted by yosys. TritonCTS built the clock tree. The run gives 2 for the maximum clock path buffer count.

Looking at the max-slew report, the worst-margin pin has a slew of 0.1743 ns. Sorting the synthesized cells by how often they occur yields sky130_fd_sc_hd__nor2_1, sky130_fd_sc_hd__a21oi_1, sky130_fd_sc_hd__dfrtp_1, sky130_fd_sc_hd__inv_2, sky130_fd_sc_hd__o21ai_0. The largest driver fanout on the critical path is 4.

The run gives 86 for the tally of non-filler cells in the final layout. The run gives 232 as the number of global-route vias before repair. Before any placement, the netlist area is recorded as 190.2 um2. For the remaining antenna violation count, the log shows 0. The run finished, with violations left. Entering global routing, the biggest net connects 6 pins. In this run the critical register-to-register path is captured at state[1]$_DFF_PN0_. The total number of placement rows was 21; the final wirelength was 601 um. Summing all non-filler instances in the final layout gives an area of 397.9 um2. Number of distinct library cells after synthesis: 11.

The tools report the capturing element type of the critical path as an output pin. The run gives 0 as the initial antenna violation count. The cell with the most instances after synthesis was sky130_fd_sc_hd__nor2_1. The dominant kind of combinational cell was AND-OR/OR-AND gates.

The number of placed instances with taps included was 79; the highest ir drop seen on vdd was 185.1 uV. Note, the detailed placer reported a final HPWL of 416.4 um. In the final routed layout, each cell accounts on average for 6.988 um.

The worst register-to-register path has a depth of 4. The total CTS buffers came out at 3. With the number of filler instances in the final layout at 400, the post-synthesis cell count is 22. The root buffer selected by CTS was sky130_fd_sc_hd__clkbuf_4. Total negative slack for setup checks: -0.3899 ns. Buffers inserted to repair hold after CTS numbered 0.

The clock edge transition at the registers on the reported setup and hold paths was 0.04 ns. In this run, synthesis produced a sequential element count of 4. The mux contribution to synthesized area came out at 0%.

The worst-case reg-to-reg setup slack stands at 0.20 ns.
==> critical path: cells and delay by family, from the launching register on <==
kind,cells,cell delay (ns)
buffers and inverters,1,0.11
and+or+nand+nor,1,0.16
AOI/OAI and AO/OA,1,0.25
DFF,1,0.42
==> final cells by class <==
cell class,count,area [um2],share of cell area [%]
multi-input combinational,16,92.59,23.27
clock buffer,4,26.28,6.604
inverter,2,7.507,1.887
timing repair buffer,14,112.6,28.30
tap,46,57.56,14.47
sequential,4,101.3,25.47
==> placed cells by master (no fill, tap or decap) <==
| cell | n |
|---|---|
| sky130_fd_sc_hd__buf_4 | 7 |
| sky130_fd_sc_hd__nor2_1 | 5 |
| sky130_fd_sc_hd__a21oi_1 | 4 |
| sky130_fd_sc_hd__clkbuf_4 | 3 |
| sky130_fd_sc_hd__dfrtp_1 | 3 |
| sky130_fd_sc_hd__inv_2 | 2 |
| sky130_fd_sc_hd__dlygate4sd2_1 | 2 |
| sky130_fd_sc_hd__buf_2 | 2 |
| sky130_fd_sc_hd__buf_6 | 2 |
| sky130_fd_sc_hd__o21a_1 | 1 |
| sky130_fd_sc_hd__nand2_1 | 1 |
| sky130_fd_sc_hd__o21ai_0 | 1 |
| sky130_fd_sc_hd__nor3_4 | 1 |
| sky130_fd_sc_hd__and3_1 | 1 |
| sky130_fd_sc_hd__a221o_1 | 1 |
| sky130_fd_sc_hd__o21ai_1 | 1 |
| sky130_fd_sc_hd__clkbuf_1 | 1 |
| sky130_fd_sc_hd__clkdlybuf4s50_1 | 1 |
| sky130_fd_sc_hd__dfstp_2 | 1 |
==> report_power, final <==
group	total (mW)	switching (mW)	internal, mW
sequential	0.166	0.0143	0.152
clock	0.181	0.0558	0.125
combinational	0.141	0.0552	0.0853
==> metal layers <==
metal  global-route usage [%]  wire (um)  vias up
li1                         -          -      113
met1                    2.537        298      106
met2                    2.488        239        5
met3                    1.477         56        2
met4                   0.8803          7        0
met5                        0          0        -
==> worst max path at each step <==
stage,startpoint,to
finish,state[1]$_DFF_PN0_,y
global route,state[1]$_DFF_PN0_,y
CTS,state[2]$_DFF_PN0_,y
==> cell families (layout without fill, tap and decap cells) <==
logic type	Yosys count	in the layout
AND-OR/OR-AND	8	8
buffers and inverters	2	20
flip-flops	4	4
AND/OR/NAND/NOR	8	8
==> through the flow <==
stage | hold slack [ns] | worst slack, ns | utilization [%]
after floorplan | -0.05559 | 0.1662 | -
after global placement | 0.4534 | -0.6293 | 10.04
after detailed placement | 0.4558 | -0.6315 | 10.04
after CTS | 0.1975 | -0.2304 | 11.65
after global routing | 0.1867 | -0.2817 | 11.65
final | 0.2007 | -0.2128 | 11.65
==> timing repair <==
action / in CTS / in global routing
buffers inserted: 3 / 0
cloned: 0 / 0
pin swaps: 3 / 1
resized: 13 / 0
endpoints found under the setup margin: 2 / 2
Power is estimated from default activity; no workload was simulated.
